### flow/run.sh
#!/bin/bash
# OpenROAD 26Q1-2900-gdf79404cd8, Yosys 0.63+post, stock flow scripts
make -C /OpenROAD-flow-scripts/flow DESIGN_CONFIG=/design/flow/config.mk WORK_HOME=/design/flow/orfs finish
### flow/config.mk
export PLATFORM = sky130hd
export DESIGN_NAME = top_lift_with_doors
export DESIGN_NICKNAME = top_lift_with_doors
export VERILOG_FILES = /design/flow/design.v
export SDC_FILE = /design/flow/constraint.sdc
export NUM_CORES = 4
export LEC_CHECK = 1
export CORE_UTILIZATION = 30
### flow/constraint.sdc
current_design top_lift_with_doors

set clk_period 8.1
set clk_io_pct 0.2

create_clock -name clk0 -period $clk_period [get_ports {clk}]

set non_clock_inputs [all_inputs -no_clocks]
set_input_delay [expr $clk_period * $clk_io_pct] -clock clk0 $non_clock_inputs
set_output_delay [expr $clk_period * $clk_io_pct] -clock clk0 [all_outputs]
### flow/design.v
module lift_go_to_target (
    input wire clk,            
    input wire rst,            
    input wire btn_set,        
    input wire [3:0] sw,       
    output reg [14:0] leds,    
    output reg [3:0] floor,     
    output reg  [3:0] target_floor
);
    parameter integer MOVE_TICKS =  50_000_000;  
    reg [31:0] move_counter = 0;
    reg b0, b1;
    always @(posedge clk) begin
        b0 <= btn_set;
        b1 <= b0;
    end
    wire set_pulse = b0 & ~b1;    
    reg [3:0] target_floor = 0;
    always @(posedge clk) begin
        if (rst) begin
            target_floor <= 4'd0;
        end else if (set_pulse) begin
            target_floor <= sw;        
        end
    end
    always @(posedge clk) begin
        if (rst) begin
            floor <= 4'd0;
            move_counter <= 0;
        end else begin
            if (floor == target_floor) begin
                move_counter <= 0;   
            end else begin
                if (move_counter + 1 >= MOVE_TICKS) begin
                    move_counter <= 0;
                    if (floor < target_floor)
                        floor <= floor + 1;
                    else if (floor > target_floor)
                        floor <= floor - 1;
                end else begin
                    move_counter <= move_counter + 1;
                end
            end
        end
    end
    always @(posedge clk) begin
        leds <= 16'b0;
        leds[floor] <= 1'b1;
    end
endmodule
module top_lift_with_doors (
    input  wire clk,
    input  wire rst,
    input  wire btn_set,
    input  wire [3:0] sw,
    output wire [14:0] leds,
    output wire [6:0] seg,
    output wire [3:0] an
);
    wire [3:0] floor;
    wire [3:0] target_floor;
    lift_go_to_target lift_inst (
        .clk(clk),
        .rst(rst),
        .btn_set(btn_set),
        .sw(sw),
        .leds(leds),
        .floor(floor),
        .target_floor(target_floor)
    );
    wire music_en = (floor != 4'd0 && floor != 4'd14);
    reg door_open = 0;
    reg [33:0] door_timer = 0;
    reg [33:0] door_limit = 0;
    localparam TIME_UNIT = 100_000_000;  
    reg [3:0] prev_floor = 0;
    reg arrived = 0;
    always @(posedge clk) begin
        if (rst) begin
            door_open  <= 0;
            door_timer <= 0;
            door_limit <= 0;
            arrived    <= 0;
        end else begin
            if (prev_floor != floor && floor == target_floor) begin
                arrived    <= 1;
                door_timer <= 0;
                if (floor == 0) begin
                    door_limit <= TIME_UNIT;
                end else if (floor[0] == 1'b1) begin
                    door_limit <= (4 * floor) * TIME_UNIT;
                end else begin
                    door_limit <= (7 * floor) * TIME_UNIT;
                end
                door_open <= 1;
            end
            prev_floor <= floor;
            if (floor != target_floor) begin
                arrived    <= 0;
                door_open  <= 0;
                door_limit <= 0;
                door_timer <= 0;
            end
            if (arrived && door_open) begin
                if (door_timer < door_limit)
                    door_timer <= door_timer + 1;
                else
                    door_open <= 0;    
            end
        end
    end
    sevenseg_display sseg (
        .clk(clk),
        .music_en(music_en),
        .door_open(door_open),
        .seg(seg),
        .an(an)
    );
endmodule
module sevenseg_display (
    input  wire clk,           
    input  wire music_en,      
    input  wire door_open,     
    output reg  [6:0] seg,
    output reg  [3:0] an
);
    localparam BLANK = 7'b1111111;
    localparam NSEG  = 7'b0101011;  
    localparam OSEG  = 7'b1000000;  
    localparam CSEG  = 7'b1000110;  
    reg [15:0] refresh = 0;
    always @(posedge clk) refresh <= refresh + 1;
    wire [1:0] digit = refresh[15:14];
    always @(*) begin
        an = 4'b1111;
        seg = BLANK;
        case (digit)
            2'd0: begin
                an = 4'b1110;
                seg = music_en ? NSEG : BLANK;
            end
            2'd1: begin
                an = 4'b1101;
                seg = door_open ? OSEG : CSEG;
            end
            default: begin
                an = 4'b1111; 
                seg = BLANK;
            end
        endcase
    end
endmodule
==> summary.txt <==
impl run done, here's what came out: outcome=finished clean, FF-to-FF setup slack=1.01 ns, min Tclk post-route=just over 7 ns, total global routing overflow=0, biggest area consumer among synthesized cells=dfxtp_1, DRT Pass-1 Iters=7, vias in the first global route=between 7000 and 8000, Final setup viols=0, crit path setup slack, layout=roughly 1.0 ns, core box area=approximately 0.033 mm2, comb area leader=adder cells, startpoint class of the critical path=register, post-route ant nets=0, first-pass GRT wire length=approximately 37 mm, Worst Hold Path Cells=0, CP Class=reg -> reg, H-tree lvl count=4, pre-CTS setup slack=0.959 ns, Slew @ Worst Pin=0.860 ns, Synth area leaders=dfxtp_1, ha_1, fa_1, WL/cell=around 13 um, FF-to-FF Start=lift_inst.floor[2], Post-synth EDFFs=4, CP top delay family=adder cells, Top Ports=33, Die Height=186 um, Post-CTS Hold Buffers=0, WHS=~0.34 ns, Filler Cells Inserted=3390, DRC violations left=0, crit path cell chain=fa_1, ha_1, fa_1, nor2b_1, o21ai_0, nand2b_1, fa_1, inv_1, fa_1, inv_1, fa_1, inv_1, fa_1, ha_1, a2111oi_0, o21ai_0, a41o_1, a21boi_0, mux2i_1, a21oi_1, a211o_1, crit share post-route=87.5%, clk root buf=clkbuf_16, yosys cell count=approximately 1200, setup repair bufs after CTS=0, Initial Utilization=a little under a third, DRT iter0 DRCs=approximately 310, post-CTS sizing=0, Final Hold Viols=0, Yosys warning count=3, Die W=186 um, R2R cell count=21, worst path required time=between 8 and 9 ns, clock skew=between 0.015 and 0.02 ns, ao+oa area frac=16.0%, Critical-path top delay cell=dfxtp_1, synth-to-layout area growth=13.4%, full die area=0.0346 mm2, Basic Gates by Area=20.4%, Hold EP=lift_inst.b1, Longest Clk Path Bufs=2, dominant logic cell type in the layout=dfxtp_1, Min-Delay Path Class=reg -> reg, Crit path top cell by count=fa_1, Finished Layout Cells=1678, DR vias=approximately 8000, pin count of the biggest net entering global routing=about 41, Synth Instances=1186, Top Layout Cells=dfxtp_1, ha_1, inv_1, nor2_1, nand2_1, clock latency (worst-skew pair)=about 0.42 ns, xor+xnor area frac=around 6.5%, port buffer count=30, CTS buffer count=17, sequential area share after synthesis=between 20 and 30%, FP Rows=67, antenna cells=0, routed wire length=22.0 mm, max-cap viol count=0, RePlAce Congestion=between 0.8 and 0.9, RSZ-0062 raised after global routing=false, ratio of cells with drive above 1 in the final layout=5.20%, DP HPWL=roughly 17 mm, CTS tree=built, drt via density=between 4 and 5, top cell type's share of synthesized area=26.6%, Cell Area, Synth=0.0102 mm2, CP peak stage delay=about 0.8 ns, Top FF cell, synth=dfxtp_1, YS chip area=a little over 0.01 mm2, tool warnings=44, syn avg cell area=8.58 um2, Worst Path Buf+Inv=3, worst rel slew slack=41.2%, placed insts=approximately 1600, async set or reset register ratio after synthesis=0%, Max Fclk=approximately 140 MHz, Multiplexer share=less than 1%, Worst Setup End Kind=register, CTS clock-pin slew for the worst setup and hold paths=~0.070 ns, Cell Type Count=about 70, Worst R2R End=door_limit[30], initial antenna violation count=0, Max FO, Critical Path=16, CP arrival=roughly 7.4 ns, Fin Setup TNS=0 ns, Global Route Usage Sum=13.3%, fin. max-slew vios=0, Sink Count=about 140, min-delay src=lift_inst.b0, #FFs+latches synth=roughly 140, adder share=between 20% and 30%
synthesized netlist by cell type (all sizes together) (16+ instances only):
cell    count
fa         42
o21ai      72
clkbuf     24
nor2b      16
xnor2      40
xor2       36
nand4      30
inv       114
dfxtp     135
nand2      72
nor3       35
nor2      107
a21o       32
and3       29
nand3      40
a21oi      67
ha        116
registers in the layout, indices dropped and copies added (netlist names):
register	flops
arrived	1
door_limit	26
door_open	1
door_timer	34
lift_inst.b0	1
lift_inst.b1	1
lift_inst.floor	4
lift_inst.leds	15
lift_inst.move_counter	32
lift_inst.target_floor	4
prev_floor	4
sseg.refresh	16
cells by family (layout without fill, tap and decap cells):
kind of cell | after synthesis | count (layout)
and+or+nand+nor | 398 | 398
adders and majority gates | 158 | 158
buffers and inverters | 151 | 189
AOI/OAI and AO/OA | 253 | 253
xor gates and xnor gates | 76 | 76
muxes | 9 | 9
other | 2 | 8
DFF | 139 | 139
through the flow:
stage / area, um2 / utilization [%]
after floorplan: 10200 / -
after global routing: 11500 / 34.5
after global placement: 11000 / 32.9
final: 11500 / 34.5
after CTS: 11500 / 34.5
after detailed placement: 11000 / 32.9
worst max-delay path by stage:
| stage | startpoint | to | slack, ns | cells past startpoint |
|---|---|---|---|---|
| final | lift_inst.floor[2] | door_limit[30] | 1.01 | 21 |
| after CTS | lift_inst.floor[2] | door_limit[30] | 0.94 | 21 |
| after global routing | lift_inst.floor[2] | door_limit[30] | 0.57 | 21 |
layout make-up:
class                      count  area (um2)  area share (%)
clock buffer                  19         453            3.93
clock inverter                13        92.6           0.803
inverter                     115         432            3.74
multi-input combinational    902        6780            58.8
sequential                   139        2820            24.5
tap                          448         561            4.86
timing repair buffer          42         390            3.38
worst register-to-register path: cells and delay by family, from the launching register on:
kind	cells	cell delay [ns]
AND/OR/NAND/NOR	2	0.36
adder cells (fa/ha/maj)	8	3.63
AND-OR/OR-AND	7	1.73
flip-flops	1	0.80
multiplexers	1	0.22
buffers and inverters	3	0.25
routing by layer:
metal  routed length (um)  track usage (%)
met1                10700             19.1
met2                10300             21.9
met3                  610             2.16
met4                  344             1.87
met5                    0                0
